**design.v**
```verilog
module UART_controller#(
    parameter CLOCK_RATE    = 25000000,
    parameter BAUD_RATE     = 115200,
    parameter RX_OVERSAMPLE = 16
)(
  input               clk,
  input               reset_n,
  input [7:0]         i_Tx_Byte,
  input               i_Tx_Ready,
  output              o_Rx_Done,   
  output [7:0]        o_Rx_Byte
  );
  wire                w_Rx_ClkTick,w_Tx_ClkTick;
  wire                w_Tx_Data_to_Rx;
  baud_counter#(.CLOCK_RATE(25000000),
                .BAUD_RATE(115200),
                .RX_OVERSAMPLE(16)) 
  baud_inst(.clk(clk),.resetn(reset_n),.op_rx_clk(w_Rx_ClkTick),.op_tx_clk(w_Tx_ClkTick));
  uart_tx_controller xUART_TX(
    .clk            (w_Tx_ClkTick), 
    .reset_n        (reset_n), 
    .ip_tx_data     (i_Tx_Byte), 
    .tx_ready       (i_Tx_Ready), 
    .tx_done        (), 
    .op_tx_active   (), 
    .op_tx_data     (w_Tx_Data_to_Rx)
  );
  uart_rx_controller #(16) xUART_RX(
    .clk          (w_Rx_ClkTick), 
    .resetn       (reset_n), 
    .ip_rx_data   (w_Tx_Data_to_Rx), 
    .rx_done      (o_Rx_Done), 
    .op_rx_data   (o_Rx_Byte)
  );
endmodule
module baud_counter#(parameter CLOCK_RATE = 25000000,
                    parameter BAUD_RATE = 115200,
                     parameter RX_OVERSAMPLE = 16 )(
  input clk,
  input resetn,
  output reg op_tx_clk,
  output reg op_rx_clk
);
  parameter TX_CNT = CLOCK_RATE/(2*BAUD_RATE) ;  
  parameter RX_CNT = CLOCK_RATE/(2*BAUD_RATE*RX_OVERSAMPLE);
  parameter TX_WIDTH = $clog2(TX_CNT);
  parameter RX_WIDTH = $clog2(RX_CNT);
  reg [TX_WIDTH-1:0] TX_count;
  reg [RX_WIDTH-1:0] RX_count;
  always @(posedge clk or negedge resetn) begin 
    if(!resetn) begin 
      op_rx_clk <= 0;
      RX_count <= 0;
    end 
    else if(RX_count == RX_CNT-1  ) begin 
      op_rx_clk <= ~op_rx_clk;
      RX_count <= 0;
    end 
    else begin 
      RX_count <= RX_count+1;
    end 
  end 
  always @(posedge clk or negedge resetn) begin 
    if(!resetn) begin 
      op_tx_clk <= 0;
      TX_count <= 0;
    end 
    else if(TX_count == TX_CNT-1 ) begin 
      op_tx_clk <= ~op_tx_clk;
      TX_count <= 0;
    end 
    else begin 
      TX_count <= TX_count+1;
    end 
  end 
endmodule 
module uart_rx_controller#(parameter RX_OVERSAMPLE=0)(
  input clk,
  input resetn,
  input ip_rx_data,
  output rx_done,
  output [7:0] op_rx_data
);
  localparam rx_idle = 3'b000,
  		     rx_start = 3'b001,
  			 st_rx_data = 3'b010,
  			 rx_stop = 3'b011;
  reg [2:0] rx_state , nx_rx_state;
  reg [3:0] bit_index, nx_bit_index;
  reg [4:0] clk_count, nx_clk_count;
  reg r_rx_done, nx_done ;
  reg [7:0] rx_data, nx_rx_data;
  always @(posedge clk or negedge resetn) begin 
    if(!resetn) begin 
      rx_state <=  rx_idle  ;
 	  bit_index <= 4'b0;
 	  clk_count <= 5'b0;
      r_rx_done <= 0; 
      rx_data   <= 0 ;
    end
    else begin 
      rx_state  <= nx_rx_state;
      bit_index <= nx_bit_index;
      clk_count <= nx_clk_count;
      r_rx_done <= nx_done; 
      rx_data   <= nx_rx_data ;
    end 
  end 
  always @(*) begin 
    nx_rx_state = rx_state ;
    nx_bit_index = bit_index ;
    nx_clk_count = clk_count ;
    nx_done = 0;   
    nx_rx_data = rx_data ;
    case(rx_state)
      rx_idle  : begin        
        nx_bit_index = 0;
        nx_clk_count = 0;
        if(ip_rx_data == 0) begin 
          nx_rx_state <= rx_start;
        end           
      end 
      rx_start : begin 
        if(clk_count == RX_OVERSAMPLE/2) begin 
          if(ip_rx_data == 0) begin 
            nx_rx_state <= st_rx_data; 
            nx_clk_count <= 0;
          end
          else nx_rx_state <= rx_idle;
        end
        else begin
          nx_clk_count <= clk_count +1;
        end 
      end
      st_rx_data  : begin 
        if (clk_count < RX_OVERSAMPLE) nx_clk_count <= clk_count +1;
        else begin
          nx_rx_data[bit_index] <= ip_rx_data;
          nx_clk_count <= 0;
          if(bit_index < 7) begin 
            nx_bit_index <= bit_index + 1 ;
          end else begin
            nx_bit_index <= 0;
            nx_rx_state <= rx_stop;
          end 
        end 
      end 
      rx_stop  : begin 
        if (clk_count < RX_OVERSAMPLE) nx_clk_count <= clk_count +1;
        else begin 
          nx_clk_count <= 0;
          nx_rx_state <= rx_idle;
          nx_done <= 1'b1;
        end 
      end 
    endcase 
  end 
  assign op_rx_data = r_rx_done?rx_data:0 ;
  assign rx_done = r_rx_done ;
endmodule 
module uart_tx_controller(
  input clk,
  input reset_n,
  input tx_ready,
  input [7:0] ip_tx_data,
  output op_tx_data,
  output tx_done,
  output op_tx_active
);
  localparam tx_idle=3'b000,
  			 tx_start=3'b001,
  			 tx_data=3'b010,
  			 tx_stop=3'b011;
  reg[2:0] bit_index,nx_bit_index;
  reg r_tx_data,nx_tx_data;  
  reg r_tx_done,nx_tx_done;
  reg r_tx_active,nx_tx_active;  
  reg[2:0] r_state,nx_r_state;
  always @(*) begin
    nx_bit_index = bit_index;
    nx_tx_data   = r_tx_data;
    nx_r_state   = r_state;
    nx_tx_done   = 1'b0;
    nx_tx_active = 1'b0;
    case (r_state)
      tx_idle: begin
        nx_tx_data   = 1'b1;
        nx_tx_done   = 1'b0;
        nx_bit_index = 3'b000;
        if (tx_ready) begin
          nx_r_state   = tx_start;
          nx_tx_active = 1'b1;
        end
      end
      tx_start: begin
        nx_tx_data = 1'b0;   
        nx_r_state = tx_data;
      end
      tx_data: begin
        nx_tx_data = ip_tx_data[bit_index];
        if (bit_index < 3'd7) begin
          nx_bit_index = bit_index + 1;
          nx_r_state   = tx_data;
        end else begin
          nx_bit_index = 3'b000;
          nx_r_state   = tx_stop;
        end
      end
      tx_stop: begin
        nx_tx_data = 1'b1;   
        nx_tx_done = 1'b1;
        nx_r_state = tx_idle;
      end
      default: begin
        nx_r_state = tx_idle;
      end
    endcase
  end
  always @(posedge clk or negedge reset_n) begin 
    if(!reset_n) begin 
      r_state <= tx_idle;
      r_tx_data <= 1'b1;
      r_tx_done <= 1'b0 ;
      r_tx_active <= 1'b0 ;
      bit_index <= 1'b0 ;
    end 
    else begin 
      bit_index <= nx_bit_index ;
      r_tx_data <= nx_tx_data   ;
      r_state <= nx_r_state;     
      r_tx_done <= nx_tx_done;
      r_tx_active <= nx_tx_active;      
    end
  end 
  assign op_tx_data = r_tx_data ;
  assign tx_done = r_tx_done;  
  assign op_tx_active = r_tx_active;
endmodule 
```
**run.sh**
```bash
#!/bin/bash
# OpenROAD 26Q1-2900-gdf79404cd8, Yosys 0.63+post, stock flow scripts
make -C /OpenROAD-flow-scripts/flow DESIGN_CONFIG=/design/flow/config.mk WORK_HOME=/design/flow/orfs finish
```
**config.mk**
```make
export PLATFORM = sky130hd
export DESIGN_NAME = UART_controller
export DESIGN_NICKNAME = UART_controller
export VERILOG_FILES = /design/flow/design.v
export SDC_FILE = /design/flow/constraint.sdc
export NUM_CORES = 4
export LEC_CHECK = 1
export CORE_UTILIZATION = 40
```
**constraint.sdc**
```tcl
current_design UART_controller

set clk_period 2.3
set clk_io_pct 0.2

create_clock -name clk0 -period $clk_period [get_ports {clk}]

set non_clock_inputs [all_inputs -no_clocks]
set_input_delay [expr $clk_period * $clk_io_pct] -clock clk0 $non_clock_inputs
set_output_delay [expr $clk_period * $clk_io_pct] -clock clk0 [all_outputs]
```
==> reports/metrics.csv <==
stage;metric;value;unit
drt;viasPerCell;5.10;
clock_network;worstSkewPairLatency;0.24;ns
global_routing;antenna_found_initial;0;
drt;maxUsedRoutingLayer;met4;
clock_network;ctsHoldBuffers;0;
synthesis;top_area_cell;dfrtp_1;
sta;hold_violations;0;
critical_path;critPathSlowestCell;nor3b_2;
power_and_ir_drop;combPwrFrac;8.0;%
clock_network;ctsLongestPathBuffers;2;
global_routing;grt_pass1_wl;6820;um
sta;unclocked_pins;38;
sta;max_slew_margin;67.7;%
drt;wl_met3;84;um
sta;min_period;1.30;ns
sta;fin_setup_tns;0;ns
synthesis;yosys_warnings;11;
layout;num-fill-cells;525;
critical_path;r2r_setup_slack;1.00;ns
power_and_ir_drop;powerDensity;164;mW/mm^2
synthesis;yosysChipArea;0.00230;mm^2
critical_path;path_max_fanout;5;
power_and_ir_drop;p_total;0.430;mW
synthesis;syn-instance-count;214;
clock_network;cts_buffers;3;
critical_path;crit_buf_inv;0;
flow_run;warnings;30;
drt;routed_wl;3720;um
clock_network;htree_levels;1;
flow_run;max_cap_violations;0;
sta;finalMaxSlewViolations;0;
drt;detail-route-antenna-nets;0;
placement;gp_congestion;0.808;
layout;drive_gt1_share;11.9;%
clock_network;cts_root_buf;clkbuf_8;
clock_network;cts_tree;yes;
floorplan;ioPinCount;20;
floorplan;core_area;0.00554;mm^2
power_and_ir_drop;switching_power;0.0866;mW
power_and_ir_drop;leakagePower;1.13;nW
global_routing;grt_pass1_vias;1481;
synthesis;synth-edff-count;0;
power_and_ir_drop;peakVddDrop;0.000344;V
synthesis;synthesis.area;0.00230;mm^2
global_routing;grt_max_degree;28;
synthesis;synth.top_cell.area_share;42.4;%
synthesis;ff_type;dfrtp_1;
drt;wl_per_cell;12.1;um
floorplan;fp-row-count;27;
synthesis;ys_cells;214;
sta;rsz0062_at_grt;no;
global_routing;grt_overflow;0;
sta;setup-violations-final;0;
power_and_ir_drop;intPower;0.344;mW
sta;untimed_endpoints;47;
clock_network;clkTransAtPathRegs;0.05;ns
sta;max_freq;772;MHz
drt;met2_length;1650;um
synthesis;top_cells_by_area;dfrtp_1, ha_1, dlxtn_1, dfstp_2, nand2_1;
layout;syn_to_final_growth;14.0;%
critical_path;arrival;1.46;ns
layout;utilization;47.4;%
power_and_ir_drop;swShare;20.1;%
floorplan;dieArea;0.00607;mm^2
drt;vias;1572;
synthesis;async_reset_ff_share;84.0;%
clock_network;postCtsSetupBuffers;0;
synthesis;syn_area_per_cell;10.8;um^2
sta;finClkSkew;0.000490;ns
floorplan;die.size.y;77.9;um
floorplan;fp.dieW;77.9;um
critical_path;worstSetupPathType;register to register;
power_and_ir_drop;p_seq_share;49.2;%
placement;hpwl;2830;um
run_status;status;completed;
drt;diodes;0;
drt;drt-pass1-iter-count;4;
placement;port_buffers;19;
drt;drc;0;
floorplan;fp_util;41.6;%
critical_path;endpoint_kind;register;
critical_path;critPathTopFamily;simple AND/OR/NAND/NOR gates;
synthesis;ys_ff;50;
min_path;min_path_type;primary input to async pin;
synthesis;synth.distinct_cells;52;
drt;wl_met1;1960;um
critical_path;critPathLaunchType;register;
sta;fin_hold_ws;0.142;ns
drt;drt_iter0_drc;59;
critical_path;path_cells;ha_1 > nand3_1 > nor3b_2 > xor2_1;
sta;worst_pin_slew;0.485;ns
critical_path;required;2.46;ns
power_and_ir_drop;clkPwrFrac;42.8;%
critical_path;slowest_delay;0.36;ns
sta;finalCritPeriodShare;56.3;%
clock_network;ctsResizeCount;0;
global_routing;grt_usage;14.2;%
==> flip-flops by register name, indices dropped and copies added (netlist names) <==
signal and flops:
xUART_RX.bit_index 4, xUART_RX.rx_data 8, baud_inst.op_tx_clk 1, xUART_TX.r_tx_data 1
xUART_TX.bit_index 3, xUART_RX.r_rx_done 1, xUART_RX.clk_count 5, baud_inst.op_rx_clk 1
xUART_RX.nx_rx_data 8, xUART_TX.r_state 4, baud_inst.TX_count 7, xUART_RX.rx_state 4
baud_inst.RX_count 3
==> final timing paths <==
kind	startpoint	endpoint	cells after the start
setup / recovery	baud_inst.TX_count[0]$_DFF_PN0_	baud_inst.op_tx_clk$_DFFE_PN0N_	4
hold / removal	reset_n	baud_inst.TX_count[4]$_DFF_PN0_	1
setup reg to reg	baud_inst.TX_count[0]$_DFF_PN0_	baud_inst.op_tx_clk$_DFFE_PN0N_	4
hold reg to reg	baud_inst.TX_count[0]$_DFF_PN0_	baud_inst.TX_count[0]$_DFF_PN0_	1
max in group asynchronous	reset_n	baud_inst.op_rx_clk$_DFFE_PN0P_	1
min in group clk0	baud_inst.TX_count[0]$_DFF_PN0_	baud_inst.TX_count[0]$_DFF_PN0_	1
==> through the flow <==
stage	setup WS [ns]	cell area [um^2]	instances
detailed placement	1.00	2580	305
global route	0.867	2630	308
CTS	0.994	2630	308
finish	1.00	2630	308
global placement	1.03	2580	305
floorplan	1.12	2300	214
==> cell usage in the layout, fill, tap and decap left out, types with 6 or more instances in the layout <==
cell type,synthesis,final
nor2_1,13,13
o211ai_1,6,6
clkdlybuf4s50_1,0,18
and2_1,10,10
inv_1,10,10
nand3_1,11,11
dlxtn_1,8,8
dfrtp_1,39,39
ha_1,10,10
nand2_1,18,18
o21ai_0,13,13
==> layout make-up <==
class	instances	area, um^2	area share, %
clock buffer	3	41.3	1.57
inverter	10	37.5	1.43
multi-input combinational	152	1080	41.2
sequential	50	1170	44.7
tap	72	90.1	3.43
timing repair buffer	21	200	7.62
==> layer usage <==
layer | up-vias | GRT usage, %
li1 | 806 | -
met1 | 739 | 24.0
met2 | 24 | 22.1
met3 | 3 | 0.717
met4 | 0 | 0.755
met5 | - | 0
==> cells by family (layout without fill, tap and decap cells) <==
group / after synthesis / count (layout) / share of synthesized area [%]
AOI/OAI and AO/OA: 49 / 49 / 15.5
xor gates and xnor gates: 6 / 6 / 2.28
adders and majority gates: 10 / 10 / 5.43
buffers and inverters: 12 / 34 / 2.01
DFF: 42 / 42 / 45.8
latches: 8 / 8 / 5.21
muxes: 7 / 7 / 4.29
and+or+nand+nor: 80 / 80 / 19.5
==> Yosys cell counts (4+ instances only) <==
library cell and instances:
nor2b_1 4, nor2_1 13, and2_1 10, inv_1 10
dlxtn_1 8, o211ai_1 6, nand2_1 18, dfrtp_1 39
o21ai_0 13, xnor2_1 4, nand3_1 11, nand2b_1 5
a21o_1 4, ha_1 10
==> power groups by stage <==
stage	Clock [mW]	Sequential [mW]	Combinational, mW
finish	0.184	0.212	0.0346
global route	0.197	0.211	0.0400
CTS	0.187	0.211	0.0364
No activity file was given, so power comes from the tool's default toggle rates.
